==> design/flow/config.mk <==
export PLATFORM = sky130hd
export DESIGN_NAME = axis_upcounter32
export DESIGN_NICKNAME = axis_upcounter32
export VERILOG_FILES = /design/flow/design.v
export SDC_FILE = /design/flow/constraint.sdc
export NUM_CORES = 4
export LEC_CHECK = 1
export CORE_UTILIZATION = 40
==> design/flow/design.v <==
`timescale 1ns / 1ps
module axis_upcounter32 (
    input  wire          aclk,
    input  wire          aresetn,       
    output reg  [31:0]   m_axis_tdata,  
    output wire [3:0]    m_axis_tkeep,  
    output reg           m_axis_tlast,  
    output reg           m_axis_tvalid, 
    input  wire          m_axis_tready, 
    input  wire [31:0]   packet_size    
);
    assign m_axis_tkeep = 4'b1111;
    always @(posedge aclk or negedge aresetn) begin
        if (!aresetn) begin
            m_axis_tdata  <= 32'd0;
            m_axis_tlast  <= 1'b0;
            m_axis_tvalid <= 1'b0;
        end 
        else begin
            if (m_axis_tready) begin
                m_axis_tvalid <= 1'b1;  
                if (m_axis_tdata == (packet_size - 2)) begin
                    m_axis_tdata <= m_axis_tdata + 1'b1;
                    m_axis_tlast <= 1'b1;        
                end 
                else if (m_axis_tdata == (packet_size - 1)) begin
                    m_axis_tdata <= 32'd0;       
                    m_axis_tlast <= 1'b0;        
                end 
                else begin
                    m_axis_tdata <= m_axis_tdata + 1'b1;
                    m_axis_tlast <= 1'b0;
                end
            end
        end
    end
endmodule
==> design/flow/constraint.sdc <==
current_design axis_upcounter32

set clk_period 7.3
set clk_io_pct 0.2

create_clock -name clk0 -period $clk_period [get_ports {aclk}]

set non_clock_inputs [all_inputs -no_clocks]
set_input_delay [expr $clk_period * $clk_io_pct] -clock clk0 $non_clock_inputs
set_output_delay [expr $clk_period * $clk_io_pct] -clock clk0 [all_outputs]
==> design/flow/run.sh <==
#!/bin/bash
# OpenROAD 26Q1-2900-gdf79404cd8, Yosys 0.63+post, stock flow scripts
make -C /OpenROAD-flow-scripts/flow DESIGN_CONFIG=/design/flow/config.mk WORK_HOME=/design/flow/orfs finish
==> flow_summary.toml <==
# flow metrics
[logic_synthesis]
synthSimpleGateAreaFrac = 0.352
top_logic_kind = "simple AND/OR/NAND/NOR gates"
aoi_share = 0.139
ys_sh_mux = 0.00560
yosysTopAreaCell = "dfrtp_1"
yosysCellCount = 436
syn_avg_cell_area_um2 = 8.20
ys_dominant_reg_cell = "dfrtp_1"
synthAdderAreaFrac = 0.0140
synth_flops = 34
synthCells = 436
xor_share = 0.211
ys_warn_count = 1
top_cells_by_area = "dfrtp_1, xnor2_1, xor2_1"
syn_area_mm2 = 0.00358
async_reset_ff_frac = 1.00
top_area_frac = 0.238
synth_seq_share = 0.238
synth_chip_area_mm2 = 0.00358
synth_cell_type_count = 62
edf_count = 0

[setup_path]
critPathKind = "input port to flip-flop"
crit_path_start_kind = "input port"
rr_worst_depth = 8
rr_endpoint = "m_axis_tdata[31]"
crit-reg2reg-launch = "m_axis_tdata[5]"
end_kind = "flip-flop"
cp.required_ns = 7.47
critPathMaxFanout = 17
reg2reg_setup_slack_ns = 4.06
arrival_ns = 5.56

[final_timing]
slew_headroom = 0.458
setup_violations = 0
hold_viol_final = 0
fin_setup_tns_ns = 0
hold_ws_ns = 0.474
max_freq_mhz = 186
fin_ws_ns = 1.91
fin_crit_ns = 5.39
period_used_share = 0.738
rsz0062_at_grt = "false"
worst_slew_pin_slew_ns = 0.806
clock_skew_ns = 0.00704
drv_slew = 0

[worst_hold_path]
whs_endpoint = "m_axis_tvalid"
hp-start = "m_axis_tvalid"
min_path_type = "flip-flop to flip-flop"
hold_depth = 1

[global_route]
grt_max_degree = 35
antenna_found_initial = 0
grt_pass1_wl_um = 17100
grt_usage = 0.248
grt_overflow = 0
grt_pass1_vias = 3246

[final_layout]
fin_cells = 606
final_cell_mix = "clkdlybuf4s50_1, xnor2_1, xor2_1"
area_growth_pct = 23.1
drive_gt1_frac = 0.0904
utilization = 0.507
lay_top_count = "clkdlybuf4s50_1"

[power_and_ir_drop]
power_leakage_nw = 1.58
cellPowerDensity_mw_per_mm2 = 131
peakVddDrop_mv = 0.0649

[clock_network]
cts_hold_buf = 0
cts.path.max_buffers = 2
cts_setup_buffers = 0
cts.repair.resized = 0
numCtsBuffers = 5
insertion_delay_ns = 0.29
htreeDepth = 2
cts_tree = "done"
cts_root_buf = "clkbuf_8"
clkTransAtPathRegs_ns = 0.07
cts.sinks = 34

[floorplanning]
fp_util = 0.412
num_rows = 34
die_h_um = 96.6
fp.dieArea_mm2 = 0.00932
dieWidth_um = 96.6
coreArea_mm2 = 0.00868
io_pins = 73

[route]
dr.pass1.iters = 5
vias = 3524
drc = 0
viasPerCell = 5.82
drtAntennaViolNets = 0
wl_um = 10700
drt_iter0_markers = 200
antenna_cells = 0
post_drt_wl_per_cell_um = 17.7

[run]
warnings = 26
cap_violations = 0

[placement]
portBuffers = 68
dp_hpwl_um = 8410
place_ws_ns = 1.64
routabilityCongestion = 0.948
dp.cells = 598

[run_status]
outcome = "completed"
[kinds of logic after synthesis]
kind of cell,Yosys count
AND-OR/OR-AND,66
buffers and inverters,28
other,1
AND/OR/NAND/NOR,215
multiplexers,2
XOR/XNOR,86
flip-flops,34
adder cells (fa/ha/maj),4
[critical path, cell delays in order]
cell	delay, ns
clkdlybuf4s50_1	0.57
inv_1	0.12
ha_1	0.17
nor3b_2	0.50
nand4_1	0.40
or3_1	0.46
a211oi_1	0.32
nand4_1	0.27
nor4_4	0.78
buf_4	0.42
nor2_1	0.08
[through the flow]
stage	power, mW	cell area, um2
finish	0.578	4400
CTS	0.581	4400
global placement	0.431	4310
global route	0.614	4400
floorplan	0.342	3590
detailed placement	0.430	4310
[report_power, final]
group          internal (mW)  switching (mW)  leakage (nW)  total, mW
registers              0.202          0.0315         0.456      0.233
logic                 0.0984          0.0977          1.08      0.196
clock network         0.0762          0.0721        0.0482      0.148
[worst max-delay path by stage]
stage	start	end	slack, ns	cells after the start
CTS	packet_size[0]	m_axis_tdata[31]	1.93	11
global route	packet_size[0]	m_axis_tdata[31]	1.67	11
finish	packet_size[0]	m_axis_tdata[31]	1.91	11
[Yosys cell counts (all sizes together) (2+ instances only)]
cell     number
clkbuf       10
nand2        31
a311oi        2
or4           4
nor3         22
o211ai        4
or2           4
dfrtp        34
xnor2        45
nand2b        4
and4          7
xor2         41
nor4b         3
nand4        13
nor3b         4
o31ai         7
a21oi        10
nor4         25
o2111ai       4
buf          10
and3         13
or3           6
and3b         2
a22oi         3
a21boi        3
o211a         2
o21ai         7
o311ai        2
ha            4
a211oi        4
nand4b        2
a2111oi       3
o21bai        2
nand3        20
a41oi         2
nor2         44
and2          7
a31oi         5
o31a          2
mux2i         2
inv           8
[per-layer routing]
layer / GRT usage / vias up / wire length, um
met5: 0 / - / 0
met4: 0.0441 / 0 / 187
met3: 0.0326 / 17 / 633
met2: 0.382 / 154 / 4770
met1: 0.383 / 1633 / 5120
li1: - / 1720 / -
[registers in the layout (all words and copies together) (netlist names)]
| signal | count |
|---|---|
| m_axis_tdata | 32 |
| m_axis_tvalid | 1 |
| m_axis_tlast | 1 |
[area by class of cell]
| class | instances | area, um2 |
|---|---|---|
| well taps | 108 | 135 |
| fillers | 870 | 4280 |
| clock inverters | 1 | 5.00 |
| flip-flops and latches | 34 | 851 |
| repair buffers | 71 | 703 |
| clock buffers | 7 | 86.3 |
| multi-input cells | 377 | 2590 |
| inverters | 8 | 30.0 |
Power and IR drop assume default switching activity.
